File: design/flow/run.sh
#!/bin/bash
# OpenROAD 26Q1-2900-gdf79404cd8, Yosys 0.63+post, stock flow scripts
make -C /OpenROAD-flow-scripts/flow DESIGN_CONFIG=/design/flow/config.mk WORK_HOME=/design/flow/orfs finish
File: design/flow/config.mk
export PLATFORM = sky130hd
export DESIGN_NAME = nxu8_debug
export DESIGN_NICKNAME = nxu8_debug
export VERILOG_FILES = /design/flow/design.v
export SDC_FILE = /design/flow/constraint.sdc
export NUM_CORES = 4
export LEC_CHECK = 1
export CORE_UTILIZATION = 50
File: design/flow/constraint.sdc
current_design nxu8_debug

set clk_period 3.4
set clk_io_pct 0.2

create_clock -name clk0 -period $clk_period [get_ports {i_clk}]

set non_clock_inputs [all_inputs -no_clocks]
set_input_delay [expr $clk_period * $clk_io_pct] -clock clk0 $non_clock_inputs
set_output_delay [expr $clk_period * $clk_io_pct] -clock clk0 [all_outputs]
File: design/flow/design.v
`default_nettype none
`timescale 1ns/1ns
module nxu8_debug (
	i_clk,
	i_uart_rx, o_uart_tx,
	o_nx_clk, io_nx_data
);
	parameter UART_CYCLES_BIT = 217;  
	parameter NX_CLK_DIV = 10;
	input  wire i_clk;
	input  wire i_uart_rx;
	output wire o_uart_tx;
	output wire o_nx_clk;
	inout  wire io_nx_data;
	reg        r_urx_ack;
	wire [7:0] w_urx_data;
	wire       w_urx_data_rdy;
	uart_rx #(.CYCLES_BIT(UART_CYCLES_BIT)) urx0 (
		.i_clk(i_clk),
		.i_ack(r_urx_ack),
		.i_rx(i_uart_rx),
		.o_data(w_urx_data),
		.o_data_rdy(w_urx_data_rdy)
	);
	reg       r_utx_start;
	reg [7:0] r_utx_data;
	wire      w_utx_busy;
	initial r_utx_start = 1'b0;
	uart_tx #(.CYCLES_BIT(UART_CYCLES_BIT)) utx0 (
		.i_clk(i_clk),
		.i_start(r_utx_start),
		.i_data(r_utx_data),
		.o_tx(o_uart_tx),
		.o_busy(w_utx_busy)
	);
	reg         r_nx_start;
	reg   [6:0] r_nx_addr;
	reg  [15:0] r_nx_i_data;
	reg         r_nx_write;
	wire [15:0] w_nx_o_data;
	wire        w_nx_busy;
	nxu8_serdes #(.NX_CLK_DIV(NX_CLK_DIV)) nxu8 (
		.i_clk(i_clk),
		.i_start(r_nx_start),
		.i_addr(r_nx_addr),
		.i_data(r_nx_i_data),
		.i_wr(r_nx_write),
		.o_data(w_nx_o_data),
		.o_busy(w_nx_busy),
		.o_nx_clk(o_nx_clk),
		.io_nx_data(io_nx_data)
	);
	reg r_byte_cnt;
	initial r_byte_cnt = 0;
	localparam s_CMD   = 2'b00,
			   s_DATA  = 2'b01,
			   s_READ  = 2'b10,
			   s_WRITE = 2'b11;
	reg [1:0] r_state;
	initial r_state = s_CMD;
	always @(posedge i_clk) begin
		case(r_state)
			s_CMD: begin
				r_urx_ack <= 0;
				r_utx_start <= 0;
				r_nx_start <= 0;
				r_byte_cnt <= 0;
				r_nx_addr <= w_urx_data[6:0];
				r_nx_write <= w_urx_data[7];
				if (w_urx_data_rdy) begin
					r_urx_ack <= 1;
					if (w_urx_data[7]) begin
						r_state <= s_DATA;
					end else begin
						r_nx_start <= 1;
						r_state <= s_READ;
					end
				end
			end
			s_DATA: begin
				r_urx_ack <= 0;
				if (w_urx_data_rdy) begin
					r_urx_ack <= 1;
					r_byte_cnt <= 1;
					r_nx_i_data <= {r_nx_i_data[7:0], w_urx_data};
					if (r_byte_cnt) begin
						r_nx_start <= 1;
						r_state <= s_WRITE;
					end
				end
			end
			s_READ: begin
				r_urx_ack <= 0;
				r_nx_start <= 0;
				r_utx_start <= 0;
				if (!w_nx_busy) begin
					if (!w_utx_busy) begin
						r_byte_cnt <= 1;
						r_utx_data <= r_byte_cnt ? w_nx_o_data[7:0] : w_nx_o_data[15:8];
						r_utx_start <= 1;
						if (r_byte_cnt)
							r_state <= s_CMD;
					end
				end
			end
			s_WRITE: begin
				r_urx_ack <= 0;
				r_nx_start <= 0;
				if (!w_nx_busy)
					r_state <= s_CMD;
			end
		endcase
	end
endmodule
`default_nettype none
`timescale 1ns/1ns
module nxu8_serdes(
	i_clk,
	i_start, i_addr, i_data, i_wr,
	o_data, o_busy, o_valid,
	o_nx_clk, io_nx_data
);
	parameter NX_CLK_DIV = 10;
	input  wire        i_clk;
	input  wire        i_start;
	input  wire  [6:0] i_addr;
	input  wire [15:0] i_data;
	input  wire        i_wr;
	output wire [15:0] o_data;
	output wire        o_busy;
	output wire        o_valid;
	output wire        o_nx_clk;
	inout  wire        io_nx_data;
	assign o_busy = r_dbg_clk_en | i_start;
	assign o_valid = r_valid;
	assign o_data = r_data;
	assign o_nx_clk = r_dbg_clk;
	reg r_write;
	assign io_nx_data = r_write ? r_data[15] : 1'bz;
	reg [15:0] r_data;
	reg r_valid;
	initial r_valid = 0;
	reg r_dbg_clk;
	reg [$clog2(NX_CLK_DIV/2)-1:0] r_dbg_clk_cnt;
	reg r_dbg_clk_en;
	initial r_dbg_clk_en = 0;
	always @(posedge i_clk)
		if (r_dbg_clk_en)
			if(r_dbg_clk_cnt == NX_CLK_DIV/2-1) begin
				r_dbg_clk_cnt <= 0;
				r_dbg_clk <= !r_dbg_clk;
			end else
				r_dbg_clk_cnt <= r_dbg_clk_cnt + 1;
		else begin
			r_dbg_clk <= 0;
			r_dbg_clk_cnt <= 0;
		end
	wire w_clk_negedge = (r_dbg_clk_cnt == NX_CLK_DIV/2-1) && r_dbg_clk;
	reg [3:0] r_bit_cnt;
	localparam s_IDLE  = 2'b00,
			   s_ADDR  = 2'b01,
			   s_READ  = 2'b10,
			   s_WRITE = 2'b11;
	reg [1:0] r_state;
	initial r_state = s_IDLE;
	always @(posedge i_clk)
		case(r_state)
			s_IDLE: begin
				r_write <= 1'b0;
				r_dbg_clk_en <= 0;
				r_bit_cnt <= 0;
				if (i_start) begin
					r_data <= {i_addr, !i_wr, {8{1'b0}}};
					r_valid <= 0;
					r_dbg_clk_en <= 1;
					r_write <= 1;
					r_state <= s_ADDR;
				end
			end
			s_ADDR:
				if (w_clk_negedge) begin
					r_bit_cnt <= r_bit_cnt + 1;
					r_data <= {r_data[14:0], 1'b0};
					if (r_bit_cnt == 7) begin
						r_bit_cnt <= 0;
						if (i_wr) begin
							r_data <= i_data;
							r_state <= s_WRITE;
						end else begin
							r_write <= 0;
							r_state <= s_READ;
						end
					end
				end
			s_READ:
				if (w_clk_negedge) begin
					r_bit_cnt <= r_bit_cnt + 1;
					r_data <= {r_data[14:0], io_nx_data};
					if (r_bit_cnt == 15) begin
						r_valid <= 1;
						r_dbg_clk_en <= 0;
						r_state <= s_IDLE;
					end
				end
			s_WRITE:
				if (w_clk_negedge) begin
					r_bit_cnt <= r_bit_cnt + 1;
					r_data <= {r_data[14:0], 1'b0};
					if (r_bit_cnt == 15) begin
						r_dbg_clk_en <= 0;
						r_state <= s_IDLE;
					end
				end
		endcase
endmodule
`default_nettype none
`timescale 1ns/1ns
module uart_rx (
	i_clk,
	i_ack,
	i_rx,
	o_data, o_data_rdy
);
	parameter CYCLES_BIT = 217;
	input  wire       i_clk;
	input  wire       i_ack;
	input  wire       i_rx;
	output wire [7:0] o_data;
	output wire       o_data_rdy;
	assign o_data = r_data;
	assign o_data_rdy = r_data_rdy && !r_ack_recvd && !i_ack;
	reg [7:0] r_data;
	reg r_data_rdy;
	initial r_data = 0;
	initial r_data_rdy = 0;
	reg [1:0] r_rx;
	always @(posedge i_clk)
		r_rx <= {i_rx, r_rx[1]};
	reg r_ack_recvd;
	initial r_ack_recvd = 0;
	reg [$clog2(CYCLES_BIT-1)-1:0] r_clk_cnt;
	reg [3:0] r_bit_cnt;
	localparam s_IDLE = 2'b00,
			   s_RECV = 2'b01,
			   s_WAIT = 2'b10;
	reg [1:0] r_state;
	initial r_state = s_IDLE;
	always @(posedge i_clk)
		case(r_state)
			s_IDLE: begin
				if (r_ack_recvd)
					r_data_rdy <= 1'b0;
				r_ack_recvd <= r_ack_recvd | i_ack;
				r_bit_cnt <= 1'b0;
				r_clk_cnt <= CYCLES_BIT/2;	 
				if(r_rx[0] == 1'b0) begin	 
					r_ack_recvd <= 1'b0;
					r_data_rdy <= 1'b0;
					r_state <= s_RECV;
				end
			end
			s_RECV: begin
				if(r_clk_cnt == CYCLES_BIT-1) begin
					r_bit_cnt <= r_bit_cnt + 1;
					r_clk_cnt <= 0;
					r_data <= {r_rx[0], r_data[7:1]};
					if (r_bit_cnt == 8)	begin  
						r_data_rdy <= 1'b1;
						r_state <= s_WAIT;
					end
				end else
					r_clk_cnt <= r_clk_cnt + 1;
			end
			s_WAIT: begin
				if (r_ack_recvd)
					r_data_rdy <= 1'b0;
				r_ack_recvd <= r_ack_recvd | i_ack;
				if(r_clk_cnt == CYCLES_BIT-1)
					r_state <= s_IDLE;
				else
					r_clk_cnt <= r_clk_cnt + 1;
			end
		endcase
endmodule
`default_nettype none
`timescale 1ns/1ns
module uart_tx (
	i_clk,
	i_start,
	i_data,
	o_tx, o_busy
);
	parameter CYCLES_BIT = 217;
	input  wire       i_clk;
	input  wire       i_start;
	input  wire [7:0] i_data;
	output wire       o_tx;
	output wire       o_busy;
	assign o_tx = (r_state == s_IDLE) ? 1 : r_data[0];
	assign o_busy = (r_state != s_IDLE) | i_start;
	reg [$clog2(CYCLES_BIT-1)-1:0] r_clk_cnt;
	reg [3:0] r_bit_cnt;
	reg [9:0] r_data;
	localparam s_IDLE = 1'b0,
			   s_SEND = 1'b1;
	reg r_state;
	initial r_state = s_IDLE;
	always @(posedge i_clk)
		case(r_state)
			s_IDLE: begin
				r_data <= {1'b1, i_data, 1'b0};		 
				r_bit_cnt <= 0;
				r_clk_cnt <= 0;
				if (i_start)
					r_state <= s_SEND;
			end
			s_SEND: begin
				if(r_clk_cnt == CYCLES_BIT-1) begin
					r_bit_cnt <= r_bit_cnt + 1;
					r_clk_cnt <= 0;
					r_data <= {1'b1, r_data[9:1]};
					if (r_bit_cnt == 9)  
						r_state <= s_IDLE;
				end else
					r_clk_cnt <= r_clk_cnt + 1;
			end
		endcase
endmodule
==> commit_impl_results.txt <==
Store results of the implementation flow

- Top_reg_cell synth: sky130_fd_sc_hd__edfxtp_1
* Cell count in the Yosys report: between 300 and 400
* Gates resized, CTS repair: 0
- The area fraction of the largest cell type after synthesis is between 50 and 60%.
- From left edge to right edge, the die measures 102 um.
- During placement, the flow inserted port buffers numbering 3.
- Most area-hungry cell type in the Yosys netlist: sky130_fd_sc_hd__edfxtp_1
* Number of distinct standard cells referenced by the synthesized netlist: 58
- According to the logs, the last stage reached was clock tree synthesis (4_1_cts).
* Area after DPL: ~5000 um^2
- Measured along the y axis, the die boundary spans approximately 100 um.
- The Yosys step of the flow raised 5 warnings.
* Tool error: [error] [KeplerFormal.cpp:679] Workflow failed: Iso has multiple drivers: .io_nx_data0, io_nx_data$_DFFE_PP_.Q0
- Post-CTS timing repair inserted 0 buffers for setup.
- Fraction of registers with async set/reset: 0%
* Instance tally after logic synthesis: 365
- Yosys reports a chip area of approximately 5000 um^2.
- TritonCTS Buffers: 17
* Post-synthesis area per instance: ~14 um^2
* Number of clock sinks seen by CTS: around 110
* I/O pins: 5
* Final estimated routing congestion in global placement: 0.831
* Core Rows: 36
- Cell count after placement: just under 500
- Root cell of the clock tree: sky130_fd_sc_hd__clkbuf_8
- Detailed placement finished with a half-perimeter wire length of slightly above 5000 um.
- Maximum buffer depth of the clock tree: 2
- CTS H-tree lvls: 4
* Post-CTS Hold Buffers: 0
- Post-synthesis cell area: about 5000 um^2
* Post-synth EDFFs: between 90 and 100
* Sequential fraction of the synthesis area: about 64%
- Initial core utilization: approximately 52%
* Largest cells by area after synthesis: sky130_fd_sc_hd__edfxtp_1 (58%), sky130_fd_sc_hd__dfxtp_1 (6.4%), sky130_fd_sc_hd__ha_1 (5.0%), sky130_fd_sc_hd__mux2_2 (3.6%), sky130_fd_sc_hd__inv_1 (2.1%)
- Status: aborted with a tool error
- Yosys reg bits: about 110
kinds of logic after synthesis:
family                   synth area share, %
AND-OR/OR-AND                           9.86
XOR/XNOR                                2.27
adder cells (fa/ha/maj)                 4.99
buffers and inverters                   3.77
flip-flops                              64.5
multiplexers                            3.59
AND/OR/NAND/NOR                         11.1
synthesized netlist by cell type, types with 8 or more instances:
master                     number
sky130_fd_sc_hd__edfxtp_1      97
sky130_fd_sc_hd__inv_1         28
sky130_fd_sc_hd__nor2_1        23
sky130_fd_sc_hd__ha_1          20
sky130_fd_sc_hd__dfxtp_1       16
sky130_fd_sc_hd__mux2_2        16
sky130_fd_sc_hd__nand2_1       13
sky130_fd_sc_hd__o21ai_0       12
sky130_fd_sc_hd__nand3_1       11
sky130_fd_sc_hd__and2_1        10
sky130_fd_sc_hd__a21oi_1        9
sky130_fd_sc_hd__a31oi_1        8
sky130_fd_sc_hd__o22a_1         8
metrics by stage:
stage	util, %	power [uW]	hold WS (ns)	setup slack, ns
floorplan	-	2760	0.310	1.53
global placement	52.8	2950	0.311	1.28
detailed placement	52.8	2960	0.312	1.20
Power is estimated from default activity; no workload was simulated.
